## flow/design.v

```verilog
module hb_filter(input logic clk,
		 input logic reset_n,
		 input logic signed [15:0] x_in,    
		 output logic signed [15:0] y_out
		 );
	logic signed [15:0] taps [26:0];   
	logic signed [30:0] sum;
	logic signed [30:0] p[0:6];       
	const logic signed [15:0] w[0:6] = {  460,
	                                     -483,
					      750,
					    -1153,
					     1835,
					    -3322,
					    10378};
	const logic signed [15:0] w13=16384;
	always_ff @(posedge clk or negedge reset_n) begin
		if (~reset_n) begin
		  taps <= '{default: 16'b0000000000000000};
		end else begin
		  taps <= {taps[25:0], x_in};
		end
	end
  always_comb begin
	for (int i = 0; i < 7; i = i+1)
		p[i] = w[i] * (taps[i*2] + taps[26-i*2]);
    sum = p[0] + p[1] + p[2] + p[3] + p[4] + p[5] + p[6] + w13*taps[13];  
  end
    always_ff @(posedge clk or negedge reset_n) begin
		if (~reset_n) 
			y_out <=0;
		else 
			y_out <= sum >>> 15;    
	end
endmodule
```

## flow/constraint.sdc

```tcl
current_design hb_filter

set clk_period 29.3
set clk_io_pct 0.2

create_clock -name clk0 -period $clk_period [get_ports {clk}]

set non_clock_inputs [all_inputs -no_clocks]
set_input_delay [expr $clk_period * $clk_io_pct] -clock clk0 $non_clock_inputs
set_output_delay [expr $clk_period * $clk_io_pct] -clock clk0 [all_outputs]
```

## flow/run.sh

```bash
#!/bin/bash
# OpenROAD 26Q1-2900-gdf79404cd8, Yosys 0.63+post, stock flow scripts
make -C /OpenROAD-flow-scripts/flow DESIGN_CONFIG=/design/flow/config.mk WORK_HOME=/design/flow/orfs finish
```

## flow/config.mk

```make
export PLATFORM = sky130hd
export DESIGN_NAME = hb_filter
export DESIGN_NICKNAME = hb_filter
export VERILOG_FILES = /design/flow/design.v
export SDC_FILE = /design/flow/constraint.sdc
export NUM_CORES = 4
export LEC_CHECK = 1
export CORE_UTILIZATION = 50
export SYNTH_HDL_FRONTEND = slang
```

==> impl_results.html <==
<p>Metrics extracted from the flow reports.</p>
<table>
<tr><th>Metric</th><th>Value</th></tr>
<tr><th colspan="2">Status</th></tr>
<tr><td>Result of the run</td><td>finished clean</td></tr>
<tr><th colspan="2">Global routing</th></tr>
<tr><td>Total routing usage reported by global routing</td><td>28.9%</td></tr>
<tr><td>Wire length of the first global-routing pass</td><td>195 mm</td></tr>
<tr><td>GRT Residual Overflow</td><td>0</td></tr>
<tr><td>Antenna violations before repair</td><td>0</td></tr>
<tr><td>Largest net degree at the start of global routing</td><td>about 110</td></tr>
<tr><td>Number of global-route vias before repair</td><td>between 30k and 40k</td></tr>
<tr><th colspan="2">Synthesis</th></tr>
<tr><td>Cell total in the yosys stat output</td><td>between 4k and 5k</td></tr>
<tr><td>Distinct lib cells used</td><td>about 70</td></tr>
<tr><td>Share of synthesized registers carrying an async set or reset</td><td>about 100%</td></tr>
<tr><td>EDFF count, synth</td><td>0</td></tr>
<tr><td>Number of instances in the synthesized netlist</td><td>roughly 4.3k</td></tr>
<tr><td>Cell area after synthesis</td><td>50700 sq um</td></tr>
<tr><td>Most common reg cell</td><td>sky130_fd_sc_hd__dfrtp_1</td></tr>
<tr><td>Yosys synthesis chip area</td><td>approximately 50000 sq um</td></tr>
<tr><td>Avg Inst Size Synth</td><td>roughly 12 sq um</td></tr>
<tr><td>Seq cells post-synth</td><td>448</td></tr>
<tr><td>Yosys warns</td><td>0</td></tr>
<tr><td>Synth Seq Share</td><td>between 20% and 30%</td></tr>
<tr><th colspan="2">Drt</th></tr>
<tr><td>Final antenna-violating net count</td><td>0</td></tr>
<tr><td>Mean number of vias per cell</td><td>4.80</td></tr>
<tr><td>Per-cell routed wire length</td><td>21.7 microns</td></tr>
<tr><td>Count of vias placed by the detailed router</td><td>between 20k and 30k</td></tr>
<tr><td>Detailed Route WL</td><td>around 130 mm</td></tr>
<tr><td>First-pass iteration count of the detailed router</td><td>5</td></tr>
<tr><td>Violation count after the first detailed-route iteration</td><td>between 900 and 1k</td></tr>
<tr><td>Remaining DRCs</td><td>0</td></tr>
<tr><th colspan="2">Placement</th></tr>
<tr><td>Input/output buffers</td><td>33</td></tr>
<tr><td>Total half-perimeter wirelength after legalization and detailed placement</td><td>between 100 and 150 mm</td></tr>
<tr><td>Area after detailed placement</td><td>roughly 53000 sq um</td></tr>
<tr><td>Post-Place Cells</td><td>roughly 5.8k</td></tr>
<tr><td>Final Wtd Congestion</td><td>slightly above 1</td></tr>
<tr><th colspan="2">Job</th></tr>
<tr><td>Tool warning count</td><td>109</td></tr>
<tr><td>Max-capacitance violation count</td><td>0</td></tr>
<tr><th colspan="2">Layout</th></tr>
<tr><td>Final-layout fill cell count</td><td>approximately 8.6k</td></tr>
<tr><td>Most frequent logic cell in the layout</td><td>sky130_fd_sc_hd__inv_1</td></tr>
<tr><td>Fraction of final layout cells with drive strength greater than 1</td><td>4.39%</td></tr>
<tr><td>Commonest cells after routing, fill and taps aside</td><td>sky130_fd_sc_hd__inv_1 (1388), sky130_fd_sc_hd__fa_1 (961), sky130_fd_sc_hd__ha_1 (790), sky130_fd_sc_hd__dfrtp_1 (448), sky130_fd_sc_hd__xnor2_1 (156)</td></tr>
<tr><td>Final std cell area, no fill</td><td>about 55000 sq um</td></tr>
<tr><td>Growth of design area from synthesis to finish</td><td>8.61%</td></tr>
<tr><td>Finished Layout Cells</td><td>slightly below 6k</td></tr>
<tr><th colspan="2">Final timing</th></tr>
<tr><td>Final Slew Violations</td><td>0</td></tr>
<tr><td>Count of endpoints failing setup in the final report</td><td>0</td></tr>
<tr><td>Time the final worst path needs with I/O delays and setup</td><td>roughly 12 ns</td></tr>
<tr><td>RSZ-0062 raised after global routing</td><td>no</td></tr>
<tr><td>Max_slew headroom</td><td>42.8%</td></tr>
<tr><td>Sum of negative setup slack</td><td>0 ns</td></tr>
<tr><td>Period utilisation layout</td><td>around two fifths</td></tr>
<tr><td>Final tally of hold violations</td><td>0</td></tr>
<tr><td>Max Freq</td><td>82.7 MHz</td></tr>
<tr><td>Final worst clock skew</td><td>0.0428 ns</td></tr>
<tr><td>Hold WS</td><td>0.342 ns</td></tr>
<tr><td>Measured slew at the worst slew-check pin</td><td>0.851 ns</td></tr>
<tr><th colspan="2">Critical path</th></tr>
<tr><td>Worst-case register-to-register setup slack</td><td>between 15 and 20 ns</td></tr>
<tr><td>Most common cell on crit path</td><td>sky130_fd_sc_hd__fa_1</td></tr>
<tr><td>Arrival time reported for the critical path endpoint</td><td>12.60 ns</td></tr>
<tr><td>Critical path peak fanout</td><td>6</td></tr>
<tr><td>Crit start category</td><td>register</td></tr>
<tr><td>Slowest cell on the critical path</td><td>sky130_fd_sc_hd__fa_1</td></tr>
<tr><td>Maximum single-stage delay on the critical path</td><td>0.59 ns</td></tr>
<tr><td>Type of the worst setup path</td><td>register to register</td></tr>
<tr><td>Nature of the critical path endpoint</td><td>register</td></tr>
<tr><td>Critical Path RT</td><td>29.81 ns</td></tr>
<tr><th colspan="2">Die</th></tr>
<tr><td>FP Rows</td><td>116</td></tr>
<tr><td>FP Core Util</td><td>about half</td></tr>
<tr><td>I/O pin cnt</td><td>34</td></tr>
<tr><td>Core Area</td><td>100000 sq um</td></tr>
<tr><td>Height of the die</td><td>approximately 320 microns</td></tr>
<tr><td>Width of the die</td><td>between 300 and 400 microns</td></tr>
<tr><td>Chip area</td><td>~100000 sq um</td></tr>
<tr><th colspan="2">CTS</th></tr>
<tr><td>Clock transition at the registers of the reported paths</td><td>0.07 ns</td></tr>
<tr><td>CTS buffer count</td><td>49</td></tr>
<tr><td>Cell at the root of the clock tree</td><td>sky130_fd_sc_hd__clkbuf_16</td></tr>
<tr><td>Total number of H-tree levels</td><td>2</td></tr>
<tr><td>Clock latency reported for the late side of the worst-skew pair</td><td>0.64 ns</td></tr>
<tr><td>Number of setup buffers added after CTS</td><td>0</td></tr>
<tr><td>Total number of clock tree sinks</td><td>approximately 450</td></tr>
<tr><td>TritonCTS clock tree</td><td>done</td></tr>
<tr><td>Hold-fix buffers, CTS</td><td>0</td></tr>
<tr><td>Post-CTS Resized</td><td>0</td></tr>
<tr><td>Largest buffer count on any clock path</td><td>3</td></tr>
<tr><th colspan="2">Min path</th></tr>
<tr><td>Worst hold-check path type</td><td>register to register</td></tr>
</table>
-- through the flow --
step	setup slack [ns]	util, %
floorplan	18.45	-
global placement	17.46	53.2
detailed placement	17.28	53.2
CTS	17.25	54.9
global route	16.49	54.9
finish	17.21	54.9
-- synth_stat cells, types with 5 or more instances --
| master | n | area share (%) |
|---|---|---|
| sky130_fd_sc_hd__a21oi_1 | 77 | 0.76 |
| sky130_fd_sc_hd__a211o_1 | 8 | 0.14 |
| sky130_fd_sc_hd__o21a_1 | 13 | 0.19 |
| sky130_fd_sc_hd__a31oi_1 | 9 | 0.11 |
| sky130_fd_sc_hd__xnor2_1 | 157 | 2.7 |
| sky130_fd_sc_hd__mux2i_1 | 6 | 0.12 |
| sky130_fd_sc_hd__nor2b_1 | 14 | 0.17 |
| sky130_fd_sc_hd__nand4_1 | 5 | 0.062 |
| sky130_fd_sc_hd__o211ai_1 | 10 | 0.15 |
| sky130_fd_sc_hd__nand2_1 | 46 | 0.34 |
| sky130_fd_sc_hd__fa_1 | 961 | 38 |
| sky130_fd_sc_hd__xor2_1 | 55 | 0.95 |
| sky130_fd_sc_hd__o21ai_0 | 39 | 0.39 |
| sky130_fd_sc_hd__nand3_1 | 20 | 0.20 |
| sky130_fd_sc_hd__inv_1 | 1388 | 10 |
| sky130_fd_sc_hd__ha_1 | 790 | 20 |
| sky130_fd_sc_hd__nor3_1 | 32 | 0.32 |
| sky130_fd_sc_hd__and3_1 | 19 | 0.23 |
| sky130_fd_sc_hd__a21o_1 | 46 | 0.68 |
| sky130_fd_sc_hd__mux2_2 | 6 | 0.13 |
| sky130_fd_sc_hd__nor2_1 | 51 | 0.38 |
| sky130_fd_sc_hd__dfrtp_1 | 448 | 22 |
| sky130_fd_sc_hd__and2_1 | 10 | 0.12 |
| sky130_fd_sc_hd__nand2b_1 | 16 | 0.20 |
| sky130_fd_sc_hd__or2_2 | 10 | 0.12 |
| sky130_fd_sc_hd__o21bai_1 | 23 | 0.34 |
| sky130_fd_sc_hd__or3_1 | 6 | 0.074 |
-- layer usage --
layer  track usage [%]  up-vias  routed length (microns)
met5                 0        -                        0
met4              6.85        0                     4200
met3              13.5      103                    14400
met2              41.9      759                    58900
met1              42.3    14200                    50400
li1                  -    13200                        -
-- cells by family (layout without fill, tap and decap cells) --
group | after synthesis | count (layout) | synth area share (%)
AOI/OAI and AO/OA | 266 | 266 | 3.57
xor gates and xnor gates | 214 | 214 | 3.74
adders and majority gates | 1751 | 1751 | 57.5
buffers and inverters | 1396 | 1594 | 10.3
DFF | 448 | 448 | 22.1
muxes | 13 | 13 | 0.296
other | 1 | 3 | 0.00740
and+or+nand+nor | 241 | 241 | 2.42
-- registers in the layout, indices dropped and copies added (netlist names) --
| register | flops |
|---|---|
| taps | 432 |
| y_out | 16 |
-- path summary, 6_finish.rpt --
kind                                        to           startpoint  depth (start not counted)
setup / recovery           y_out[15]$_DFF_PN0_   taps[97]$_DFF_PN0_                         39
hold / removal             taps[392]$_DFF_PN0_  taps[376]$_DFF_PN0_                          0
setup reg to reg           y_out[15]$_DFF_PN0_   taps[97]$_DFF_PN0_                         39
hold reg to reg            taps[392]$_DFF_PN0_  taps[376]$_DFF_PN0_                          0
max in group asynchronous  taps[347]$_DFF_PN0_              reset_n                          4
min in group asynchronous  taps[195]$_DFF_PN0_              reset_n                          1
-- layout make-up --
class | instances | area (sq um) | area share [%]
well taps | 1357 | 1700 | 3.09
diodes | 2 | 5.00 | 0.00910
repair buffers | 116 | 971 | 1.76
multi-input cells | 2486 | 34200 | 62.2
clock buffers | 66 | 1370 | 2.49
clock inverters | 23 | 334 | 0.607
inverters | 1389 | 5210 | 9.48
flip-flops and latches | 448 | 11200 | 20.4
-- worst max-delay path, delay by kind of cell, from the launching register on --
kind	cells	cell delay (ns)
adder cells (fa/ha/maj)	13	6.10
AND-OR/OR-AND	12	3.23
XOR/XNOR	5	1.31
AND/OR/NAND/NOR	3	0.49
buffers and inverters	6	0.43
flip-flops	1	0.39
